==> /design/flow/design.v <==
`timescale 1ns / 1ps
module Baud_rate_generator #(
    parameter BAUD_DIV = 5208
)(
    input  logic clk_100MHz,
    input  logic rst,       
    output logic s_clk  
);
    logic [20:0] count;
    always_ff @(posedge clk_100MHz,posedge rst) begin
        if(rst) begin
            count <= 0;
            s_clk <= 0;
        end
        else if(count == BAUD_DIV - 1) begin
            s_clk <= ~s_clk;
            count <= 0;
        end
        else begin
            count <= count + 1;
        end
    end
endmodule
`timescale 1ns / 1ps
module Receiver (
    input  logic clk_100MHz,    
    input  logic rst,           
    input  logic Rx,            
    output logic Rx_done,       
    output logic [7:0] Dout     
);
    logic [1:0] state;         
    logic [7:0] temp;          
    logic [2:0] count;        
    parameter IDLE  = 2'b00;   
    parameter START = 2'b01;  
    parameter DATA  = 2'b10;
    parameter STOP  = 2'b11;  
    logic s_clk;               
    Baud_rate_generator B (
        .clk_100MHz(clk_100MHz),
        .rst(rst),
        .s_clk(s_clk)
    );   
    always_ff @(posedge s_clk, posedge rst) begin
        if (rst) begin
            state   <= IDLE;
            Rx_done <= 0;
            Dout    <= 0;
            temp    <= 0;
            count   <= 0;
        end
        else begin
            case (state)
                IDLE: begin
                    Rx_done <= 1;          
                    if (!Rx) begin          
                        state <= START;
                    end
                    else state <= IDLE;     
                end
                START: begin
                    Rx_done   <= 0;
                    state     <= DATA;      
                    temp[7]   <= Rx;        
                    count     <= 1;         
                end 
                DATA: begin
                    Rx_done   <= 0;
                    temp      <= temp >> 1;  
                    temp[7]   <= Rx;         
                    count     <= count + 1;
                    if (count == 3'd7)       
                        state <= STOP;       
                end
                STOP: begin
                    Dout    <= temp;        
                    Rx_done <= 1;           
                    count   <= 0;           
                    state   <= IDLE;        
                end
            endcase
        end   
    end         
endmodule
`timescale 1ns / 1ps
module Transmitter (
    input  logic clk_100MHz,    
    input  logic rst,           
    input  logic Tx_en,         
    input  logic [7:0] Din,     
    output logic Tx_done,       
    output logic Tx             
);
    logic [1:0] state;         
    logic [7:0] temp;          
    logic [2:0] count;         
    parameter IDLE  = 2'b00;   
    parameter START = 2'b01;   
    parameter DATA  = 2'b10;   
    parameter STOP  = 2'b11;   
    logic s_clk;          
    Baud_rate_generator B (
        .clk_100MHz(clk_100MHz),
        .rst(rst),
        .s_clk(s_clk)
    );    
    always_ff @(posedge s_clk, posedge rst) begin
        if (rst) begin
            state    <= IDLE;
            Tx       <= 1;     
            Tx_done  <= 0;
            count    <= 0;
        end
        else begin 
            case (state)
                IDLE: begin
                    Tx_done <= 1;         
                    Tx      <= 1;          
                    count   <= 0;
                    if (Tx_en) begin
                        temp  <= Din;       
                        state <= START;     
                    end
                    else state <= IDLE;     
                end
                START: begin
                    Tx       <= 0;          
                    count    <= 0;         
                    Tx_done  <= 0;         
                    state    <= DATA;       
                end
                DATA: begin
                    Tx       <= temp[0];    
                    temp     <= temp >> 1;  
                    count    <= count + 1;
                    Tx_done  <= 0;
                    if (count == 7)        
                        state <= STOP;      
                end
                STOP: begin
                    Tx       <= 1;         
                    Tx_done  <= 1;          
                    count    <= 0;
                    state    <= IDLE;       
                end
            endcase
        end
    end      
endmodule
`timescale 1ns / 1ps
module UART(
    input  logic clk,       
    input  logic rst,       
    input  logic Tx_en,     
    input  logic [7:0] Din, 
    input  logic Rx,        
    output logic Tx_done,   
    output logic Tx,        
    output logic Rx_done,   
    output logic [7:0] Dout   
);
    Transmitter tx (
        .clk_100MHz(clk),
        .rst(rst),
        .Tx_en(Tx_en),
        .Din(Din),
        .Tx_done(Tx_done),
        .Tx(Tx)
    );
    Receiver rx (
        .clk_100MHz(clk),
        .rst(rst),
        .Rx(Rx),
        .Rx_done(Rx_done),
        .Dout(Dout)
    );
endmodule
==> /design/flow/run.sh <==
#!/bin/bash
# OpenROAD 26Q1-2900-gdf79404cd8, Yosys 0.63+post, stock flow scripts
make -C /OpenROAD-flow-scripts/flow DESIGN_CONFIG=/design/flow/config.mk WORK_HOME=/design/flow/orfs finish
==> /design/flow/config.mk <==
export PLATFORM = sky130hd
export DESIGN_NAME = UART
export DESIGN_NICKNAME = UART
export VERILOG_FILES = /design/flow/design.v
export SDC_FILE = /design/flow/constraint.sdc
export NUM_CORES = 4
export LEC_CHECK = 1
export CORE_UTILIZATION = 40
==> /design/flow/constraint.sdc <==
current_design UART

set clk_period 2.6
set clk_io_pct 0.2

create_clock -name clk0 -period $clk_period [get_ports {clk}]

set non_clock_inputs [all_inputs -no_clocks]
set_input_delay [expr $clk_period * $clk_io_pct] -clock clk0 $non_clock_inputs
set_output_delay [expr $clk_period * $clk_io_pct] -clock clk0 [all_outputs]
==> flow_summary.toml <==
# synthesis and place-and-route metrics
[timing]
worst_slew_pin_slew_ps = 655.3
slew_violations = 0
period_needed_ps = 1854
timing.fmax_mhz = 539.5
untimed_endpoints = 60
holdWs_ps = 483.8
post-route-period-util_pct = 71.29
grt_setup_unrepaired = "no"
finalSetupTns_ps = 0
setup_viol = 0
final_hold_viol_count = 0
fin_worst_skew_ps = 7.652
unclocked_regs = 41
slew_headroom_pct = 56.15

[global_route]
antenna_found_initial = 0
grt_max_degree = 46
grt_util_all_layers_pct = 12.36
grt_overflow = 0
grt_pass1_vias = 1964
grt_pass1_wl_mm = 9.018

[synthesis]
postSynthSeqShare_pct = 60.71
netlist-cell-type-count = 33
ys_chip_area_mm2 = 0.003576
syn_area_per_cell_um2 = 12.46
common_cells = "dfrtp_1, nor2_1, mux2_2, xnor2_1, xor2_1"
synthCells = 287
synth_flop_count = 85
async_flop_share_pct = 90.59
yosysWarnings = 3
synth.most_common_cell = "dfrtp_1"
yosys_cells = 287
synth_area_mm2 = 0.003576
edf_count = 8
area_leaders = "dfrtp_1, mux2_2, edfxtp_1"
ff_type = "dfrtp_1"
synth_top_area_share_pct = 51.78
yosys.area.top_type = "dfrtp_1"

[power_and_ir_drop]
leakage_nw = 1.870
ir_drop_uv = 273.8
powerDensity_mw_per_mm2 = 352.8
finalPower_mw = 1.443

[setup_path]
startpoint = "tx.B.count[0]$_DFF_PP0_"
worstSetupStartpointType = "flip-flop"
timing.rr.start = "tx.B.count[0]$_DFF_PP0_"
crit_family = "simple AND/OR/NAND/NOR gates"
max_stage_delay_ps = 520
r2r_end = "tx.B.count[14]$_DFF_PP0_"
critPathKind = "flip-flop to flip-flop"
crit_end = "tx.B.count[14]$_DFF_PP0_"
critPathCaptureType = "flip-flop"
worst-path-max-fanout = 5
required_ps = 2830
cp.depth = 5
crit_buf_inv = 0
critPathArrivalTime_ps = 2080
r2r_slack_ps = 750
reg2reg_depth = 5
cp_cell_sequence = "ha_1 -> nand4_1 -> nor3_1 -> and4_1 -> xor2_1"
critPathSlowestCell = "nor3_1"

[floorplan]
die-area_mm2 = 0.009322
die_h_um = 96.55
initial_core_util_pct = 41.21
fp.dieW_um = 96.55
io_pins = 23
rows = 34
coreArea_mm2 = 0.008678

[run]
warnings = 25
cap_violations = 0

[layout]
synthToLayoutAreaGrowth_pct = 14.38
layout-drive-gt1-share_pct = 13.97
regArea_mm2 = 0.002171
final-comb-area_mm2 = 0.001368
layout.cells.non_filler = 423
fin_area_mm2 = 0.004090
num-fill-cells = 783

[clock_network]
cts.htree.levels = 2
ctsHoldBuffers = 0
postCtsSetupBuffers = 0
cts.clk_slew.worst_paths_ps = 90
cts_buffers = 5
cts_max_path_buffers = 2
cts_resized = 0
cts_tree = "done"
insertion_delay_ps = 300
cts-root-buf = "clkbuf_8"

[detailed_routing]
vias_per_cell = 4.998
ant_nets = 0
n_antenna_cell = 0
drt_iter0_markers = 96
avgRoutedWirePerCell_um = 12.49
dr.pass1.iters = 4
finalWirelength_mm = 5.284
num_vias = 2114
drc_errors = 0

[place]
hpwl_mm = 3.635
place_area_mm2 = 0.003931
dp.cells = 415
gp_congestion = 0.8039
port-buffer-count = 22

[hold_path]
hp-class = "flip-flop to flip-flop"

[outcome]
outcome = "finished, final reports clean"
-- cells in the final DEF, fill, tap and decap left out, types with 6 or more instances in the layout --
| master | Yosys | final |
|---|---|---|
| xor2_1 | 19 | 19 |
| xnor2_1 | 21 | 21 |
| edfxtp_1 | 8 | 8 |
| nand2_1 | 15 | 15 |
| nor3_1 | 8 | 8 |
| nor2_1 | 27 | 27 |
| dfrtp_1 | 74 | 74 |
| nand4_1 | 11 | 11 |
| and3_1 | 8 | 8 |
| ha_1 | 6 | 6 |
| mux2_2 | 23 | 23 |
| clkdlybuf4s50_1 | 0 | 22 |
| nand3_1 | 17 | 17 |
-- final cells by class --
type	instances	area share, %
sequential	85	53.07
multi-input combinational	192	33.44
timing repair buffer	24	5.751
tap	108	3.304
clock inverter	3	2.203
clock buffer	5	1.682
inverter	6	0.5506
-- per-stage QoR --
stage	utilization [%]	setup WS (ps)
floorplan	-	118.3
detailed placement	45.30	785.4
global placement	45.30	806.6
global route	47.13	651.6
finish	47.13	746.4
CTS	47.13	770.7
-- registers in the layout, indices dropped and copies added (netlist names) --
| register | count |
|---|---|
| rx.B.count | 21 |
| tx.B.count | 21 |
| rx.Dout | 8 |
| rx.temp | 8 |
| tx.temp | 8 |
| rx.state | 4 |
| tx.state | 4 |
| rx.count | 3 |
| tx.count | 3 |
| rx.B.s_clk | 1 |
| rx.Rx_done | 1 |
| tx.B.s_clk | 1 |
| tx.Tx | 1 |
| tx.Tx_done | 1 |
-- where the power goes --
part	internal [mW]	switching, mW
Clock	0.480	0.231
Sequential	0.685	0
Combinational	0.0199	0.0262
Total	1.19	0.258
-- worst min-delay path by stage --
stage | start | to | slack [ps] | depth (start not counted)
finish | tx.B.count[20]$_DFF_PP0_ | tx.B.count[20]$_DFF_PP0_ | 480 | 1
global route | tx.B.count[19]$_DFF_PP0_ | tx.B.count[19]$_DFF_PP0_ | 520 | 1
CTS | rx.B.count[0]$_DFF_PP0_ | rx.B.count[0]$_DFF_PP0_ | 490 | 1
-- cells by family (layout without fill, tap and decap cells) --
family | after synthesis | in the layout | share of synthesized area, %
AOI/OAI and AO/OA | 9 | 9 | 1.679
xor gates and xnor gates | 40 | 40 | 9.797
adders and majority gates | 6 | 6 | 2.099
DFF | 85 | 85 | 60.71
buffers and inverters | 10 | 38 | 1.050
and+or+nand+nor | 113 | 113 | 17.15
muxes | 24 | 24 | 7.523
-- per-layer routing --
| layer | up-vias | wire length (um) | track usage, % |
|---|---|---|---|
| met5 | - | 0 | 0 |
| met4 | 0 | 85 | 1.471 |
| met3 | 5 | 91 | 0.9547 |
| met2 | 21 | 2406 | 19.72 |
| met1 | 1040 | 2701 | 19.93 |
| li1 | 1048 | - | - |
No activity file was given, so power comes from the tool's default toggle rates.
